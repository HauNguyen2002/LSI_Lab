<file path="design/flow/config.mk">
export PLATFORM = sky130hd
export DESIGN_NAME = bound_flasher
export DESIGN_NICKNAME = bound_flasher
export VERILOG_FILES = /design/flow/design.v
export SDC_FILE = /design/flow/constraint.sdc
export NUM_CORES = 4
export LEC_CHECK = 1
export CORE_AREA = 10 10 112 112
export DIE_AREA = 0 0 122 122
export SYNTH_HDL_FRONTEND = slang
</file>
<file path="design/flow/constraint.sdc">
current_design bound_flasher

set clk_period 5.4
set clk_io_pct 0.2

create_clock -name clk0 -period $clk_period [get_ports {clk}]

set non_clock_inputs [all_inputs -no_clocks]
set_input_delay [expr $clk_period * $clk_io_pct] -clock clk0 $non_clock_inputs
set_output_delay [expr $clk_period * $clk_io_pct] -clock clk0 [all_outputs]
</file>
<file path="design/flow/design.v">
module bound_flasher(lamp,flick,clk,rst);
	output reg [15:0] lamp;
	input flick,clk,rst;
	reg [2:0] stage;
	reg [15:0] limit;
	reg running,in_rst;
	initial begin
	    stage=3'b000;
	    limit= getLimit(stage);
		lamp=0;
		running=0;
		in_rst=0;
	    stage=stage+1;
	end
	always @ (posedge clk)begin
	    if(clk) begin
	        if (!flick && !running && !in_rst);
	        else begin
	            running=1;
    	        if ((lamp==65535 && limit==0) || (lamp==0 && limit==65535) || (lamp==65535 && stage==3'b000)) lamp = limit;
    	        else begin
        	        if(lamp<limit) begin
        	            lamp=lamp<<1;
        	            lamp[0]=1;
        	        end
        	        else if(lamp>limit) begin
        	            lamp=lamp>>1;
        	        end
        	        else begin
        	            if(limit==16'b0000000000111111 && rst==1) begin
        	                stage=3'b111;
        	                limit=getLimit(stage);
        	                stage=0;
        	                in_rst=1;
        	            end
        	            else if (limit==16'b0000011111111111 && rst==1) begin
        	                stage=3'b001;
        	                limit=getLimit(stage);
        	                stage=stage+1;
        	            end
        	            else begin
            	            limit=getLimit(stage);
            	            if(stage==3'b000 && in_rst==0) running=0;
            	            else if(stage==3'b000 && in_rst==1) in_rst=0;
            	            if(stage==3'b111) stage=0;
            	            else stage=stage+1;
        	            end
        	        end
    	        end
	        end
	    end
	end
	function [15:0] getLimit(input [2:0] stage);
	    case (stage)
	    3'b000: getLimit= 16'b0000000000111111;
	    3'b001: getLimit= 16'b0000000000000000;
	    3'b010: getLimit= 16'b0000011111111111;
	    3'b011: getLimit= 16'b0000000000011111;
	    3'b100: getLimit= 16'b1111111111111111;
	    3'b101: getLimit= 16'b0000000000000000;
	    3'b110: getLimit= 16'b1111111111111111;
	    3'b111: getLimit= 16'b0000000000000000;
	   endcase
	endfunction
endmodule
</file>
<file path="design/flow/run.sh">
#!/bin/bash
# OpenROAD 26Q1-2900-gdf79404cd8, Yosys 0.63+post, stock flow scripts
make -C /OpenROAD-flow-scripts/flow DESIGN_CONFIG=/design/flow/config.mk WORK_HOME=/design/flow/orfs finish
</file>
==> results.cfg <==
; physical design summary
[worst_setup_path]
critical_path.reg2reg.endpoint = lamp[0]
critical-path-top-delay-family = buffers and inverters
critical_path.n_buffers_inverters = 11
timing.critical_path.to_type = flip-flop
r2r_setup_slack_ns = 2.23
r2r-start = lamp[13]
ff2ff_path_depth = 7
worst-setup-path-type = clock port to flip-flop
critical-path-slowest-cell = sky130_fd_sc_hd__clkbuf_8
cp_max_fo = 4
setup.worst_path.start_class = clock port
arrival_ns = 4.33
critical-path-max-stage-delay_ns = 0.18
critPathRequiredTime_ns = 5.55
critPathMostFrequentCell = sky130_fd_sc_hd__clkbuf_8
cells_along_the_critical_path = clkbuf_8, clkbuf_8, clkbuf_8, clkbuf_8, clkbuf_8, o31a_1, clkbuf_8, clkbuf_8, nand2_1, clkbuf_8, clkbuf_8, nor3_1, clkbuf_8, clkbuf_8

[die]
fp-row-count = 37
placeableCoreArea_um2 = 10200
die_w_um = 122
io_pins = 19
fp_util_pct = 18.1
chipHeight_um = 122
floorplan.die_area_um2 = 14900

[drt]
route.antenna.diode_count = 0
ant_nets = 0
drtIter0Drc = 141
avgRoutedWirePerCell_um = 15.2
drc = 0
via_per_inst = 4.87
vias = 1720
drtPass1Iterations = 4
drt_wl_total_um = 5360

[synthesis]
synth_flop_count = 25
postSynthSeqShare_pct = 40.6
ys_chip_area_um2 = 1850
synth.yosys.warnings = 0
syn-cell-area_um2 = 1850
fraction_of_synthesized_cell_area_taken_by_the_top_area_cell_type_pct = 40.6
synthTopCellsByArea = sky130_fd_sc_hd__edfxtp_1, sky130_fd_sc_hd__ha_1, sky130_fd_sc_hd__a311oi_1
post_synthesis_cells = 177
ys_cells = 177
synth_area_leader_cell = sky130_fd_sc_hd__edfxtp_1
synthDistinctLibCells = 44
postSynthAreaPerCell_um2 = 10.5

[worst_hold_path]
hold-path-cell-count = 2
worstHoldStart = in_rst
holdCritPathClass = flip-flop to flip-flop
holdPathEnd = running

[grt]
track_usage_pct = 7.33
global_route.overflow_total = 0
grt_antenna_before_repair = 0
grt_start_max_net_pins = 21
grt_pass1_wl_um = 8670
first_global_vias = 1838

[power]
p_leak_nw = 0.902
pwr_density_cell_nw_per_um2 = 555
power_mw = 1.40
irDropWorstVdd_uv = 227

[run]
cap_violations = 0
openroad.warnings = 29

[clocking]
clkTransAtPathRegs_ns = 0.09
post-cts-setup-buffers = 0
cts_tree = built
cts_repair_resize_count = 0
cts_hold_buf = 0
clock_insertion_delay_worst_skew_ns = 0.38

[outcome]
status = complete, no violations

[final_timing]
fin_tns_setup_ns = 0
whs_ns = 0.620
final-hold-violation-count = 0
unrepaired_setup_endpoints_after_global_routing = no
finalMaxSlewViolations = 0
worst_pin_slew_ns = 0.883
max-slew-margin-rel_pct = 41.1
setup_violators_final = 0
fin_worst_skew_ns = 0.0116
postLayoutSetupSlackWorst_ns = 1.22

[placed_design]
number_of_port_buffers = 18
gp_congestion = 0.911
dpl_worst_slack_ns = 1.94
post-dp-hpwl_um = 3510

[finish]
post_route_cells_drive_above_1_share_pct = 15.7
final.fill_count = 1054
areaGrowthSynthToFinish_pct = 36.1
logic make-up (layout without fill, tap and decap cells):
kind of cell,Yosys count,count (layout),share of synthesized area [%]
AND-OR/OR-AND,54,54,23.8
adder cells (fa/ha/maj),21,21,14.2
buffers and inverters,15,55,3.79
flip-flops,25,25,40.6
AND/OR/NAND/NOR,62,62,17.6
where the power goes:
group / switching (mW) / internal (mW)
Sequential: 0.111 / 0.343
Combinational: 0.205 / 0.259
Clock: 0.176 / 0.305
cells in the final DEF, fill, tap and decap left out, types with 2 or more instances in the layout:
| cell | netlist | layout |
|---|---|---|
| sky130_fd_sc_hd__nor3_1 | 4 | 4 |
| sky130_fd_sc_hd__a21oi_1 | 6 | 6 |
| sky130_fd_sc_hd__o311ai_0 | 4 | 4 |
| sky130_fd_sc_hd__buf_4 | 0 | 3 |
| sky130_fd_sc_hd__or4_1 | 2 | 2 |
| sky130_fd_sc_hd__nand2_1 | 12 | 12 |
| sky130_fd_sc_hd__nand4_1 | 9 | 9 |
| sky130_fd_sc_hd__clkbuf_1 | 1 | 2 |
| sky130_fd_sc_hd__ha_1 | 21 | 21 |
| sky130_fd_sc_hd__nor2_1 | 14 | 14 |
| sky130_fd_sc_hd__edfxtp_1 | 25 | 25 |
| sky130_fd_sc_hd__a211oi_2 | 2 | 2 |
| sky130_fd_sc_hd__nor2b_1 | 4 | 4 |
| sky130_fd_sc_hd__clkdlybuf4s50_1 | 0 | 18 |
| sky130_fd_sc_hd__a311oi_2 | 2 | 2 |
| sky130_fd_sc_hd__o21ai_0 | 3 | 3 |
| sky130_fd_sc_hd__a31oi_1 | 2 | 2 |
| sky130_fd_sc_hd__nor4_1 | 4 | 4 |
| sky130_fd_sc_hd__nand3_1 | 4 | 4 |
| sky130_fd_sc_hd__a311oi_1 | 9 | 9 |
| sky130_fd_sc_hd__a211oi_1 | 8 | 8 |
| sky130_fd_sc_hd__inv_1 | 8 | 8 |
| sky130_fd_sc_hd__nor3b_1 | 2 | 2 |
| sky130_fd_sc_hd__o211ai_1 | 5 | 5 |
| sky130_fd_sc_hd__clkbuf_8 | 0 | 21 |
layout make-up:
cell class / count / area, um^2 / share of cell area (%)
clock inverter: 3 / 38.8 / 1.54
timing repair buffer: 21 / 203 / 8.05
multi-input combinational: 137 / 1030 / 40.9
sequential: 25 / 751 / 29.8
inverter: 8 / 30.0 / 1.19
clock buffer: 23 / 297 / 11.8
tap: 136 / 170 / 6.76
metal layers:
layer | wire length (um) | vias up | track usage [%]
met5 | 0 | - | 0
met4 | 129 | 0 | 3.80
met3 | 535 | 15 | 4.60
met2 | 2330 | 99 | 9.83
met1 | 2360 | 810 | 8.93
li1 | - | 796 | -
state kept, by name (all words and copies together), names as in the netlist:
name and cells:
in_rst 1, lamp 16, limit 4, running 1, stage 3
how the worst max path moves through the flow:
| stage | start | endpoint | depth (start not counted) |
|---|---|---|---|
| after CTS | clk | limit[10] | 14 |
| after global routing | clk | limit[10] | 14 |
| final | clk | limit[10] | 14 |
cell usage after synthesis:
cell / n
sky130_fd_sc_hd__nor2_1: 14
sky130_fd_sc_hd__nand3b_1: 1
sky130_fd_sc_hd__inv_1: 8
sky130_fd_sc_hd__o22ai_1: 1
sky130_fd_sc_hd__buf_6: 1
sky130_fd_sc_hd__o31a_1: 1
sky130_fd_sc_hd__nor3_1: 4
sky130_fd_sc_hd__o211a_1: 1
sky130_fd_sc_hd__nor2_2: 1
sky130_fd_sc_hd__a311oi_1: 9
sky130_fd_sc_hd__o22a_4: 1
sky130_fd_sc_hd__a211oi_1: 8
sky130_fd_sc_hd__nand4_1: 9
sky130_fd_sc_hd__nor3b_1: 2
sky130_fd_sc_hd__o21a_1: 1
sky130_fd_sc_hd__a21boi_0: 1
sky130_fd_sc_hd__o311ai_0: 4
sky130_fd_sc_hd__nand2_1: 12
sky130_fd_sc_hd__o311ai_1: 1
sky130_fd_sc_hd__a21o_1: 1
sky130_fd_sc_hd__clkbuf_1: 1
sky130_fd_sc_hd__a21oi_1: 6
sky130_fd_sc_hd__a311oi_2: 2
sky130_fd_sc_hd__or2_1: 1
sky130_fd_sc_hd__and3_1: 1
sky130_fd_sc_hd__or4_1: 2
sky130_fd_sc_hd__nor2b_1: 4
sky130_fd_sc_hd__o21ai_1: 1
sky130_fd_sc_hd__a211oi_2: 2
sky130_fd_sc_hd__a41oi_1: 1
sky130_fd_sc_hd__a211o_1: 1
sky130_fd_sc_hd__a21boi_1: 1
sky130_fd_sc_hd__nor4b_1: 1
sky130_fd_sc_hd__o22ai_2: 1
sky130_fd_sc_hd__nand3_1: 4
sky130_fd_sc_hd__edfxtp_1: 25
sky130_fd_sc_hd__ha_1: 21
sky130_fd_sc_hd__nor4_1: 4
sky130_fd_sc_hd__buf_2: 5
sky130_fd_sc_hd__o21ai_0: 3
sky130_fd_sc_hd__a31oi_1: 2
sky130_fd_sc_hd__or4_4: 1
sky130_fd_sc_hd__o211ai_1: 5
sky130_fd_sc_hd__nand2b_1: 1
through the flow:
stage | util [%] | cell area [um^2] | cells
after floorplan | - | 1850 | 177
after global placement | 21.3 | 2180 | 327
after detailed placement | 21.3 | 2180 | 327
after CTS | 24.6 | 2520 | 353
after global routing | 24.6 | 2520 | 353
final | 24.6 | 2520 | 353
worst register-to-register path: cells and delay by family (launching register included):
kind | cells | cell delay [ns]
flops | 1 | 0.49
buf+inv | 2 | 0.31
compound gates | 3 | 1.10
simple gates | 2 | 0.98
Power is estimated from default activity; no workload was simulated.
